### flow/run.sh
#!/bin/bash
# OpenROAD 26Q1-2900-gdf79404cd8, Yosys 0.63+post, stock flow scripts
make -C /OpenROAD-flow-scripts/flow DESIGN_CONFIG=/design/flow/config.mk WORK_HOME=/design/flow/orfs finish
### flow/config.mk
export PLATFORM = sky130hd
export DESIGN_NAME = uart_bclk_gen
export DESIGN_NICKNAME = uart_bclk_gen
export VERILOG_FILES = /design/flow/design.v
export SDC_FILE = /design/flow/constraint.sdc
export NUM_CORES = 4
export LEC_CHECK = 1
export CORE_AREA = 10 10 84 84
export DIE_AREA = 0 0 94 94
### flow/constraint.sdc
current_design uart_bclk_gen

set clk_period 3.0
set clk_io_pct 0.2

create_clock -name clk0 -period $clk_period [get_ports {clk}]

set non_clock_inputs [all_inputs -no_clocks]
set_input_delay [expr $clk_period * $clk_io_pct] -clock clk0 $non_clock_inputs
set_output_delay [expr $clk_period * $clk_io_pct] -clock clk0 [all_outputs]
### flow/design.v
package uart_pkg;
    parameter logic [4:0] OS_16_BCLK_CNT = 16;
    parameter logic [3:0] DATA_MID_POINT = OS_16_BCLK_CNT / 2;
    typedef enum { TX_IDLE, TX_START, TX_SEND, TX_STOP }    tx_state_e;
    typedef enum { RX_IDLE, RX_START, RX_RECEIVE, RX_STOP } rx_state_e;
endpackage
module uart_bclk_gen
#(parameter CLK_FREQ_HZ = 100 * 10**6, BAUD_RATE = 9600)
(
    input  logic clk, rst,
    output logic bclk
);
    localparam logic [15:0] DIVISOR = CLK_FREQ_HZ / BAUD_RATE / 16;
    logic [15:0] cnt;
    logic [15:0] cnt_next;
    always_ff @(posedge clk, posedge rst)
    begin
        if (rst)
            cnt <= DIVISOR;
        else
            cnt <= cnt_next;
    end
    always_comb
    begin
        cnt_next = (cnt == DIVISOR) ? 1 : cnt + 1;
        bclk = (cnt == 1);
    end
endmodule: uart_bclk_gen
==> impl_metrics.prom <==
# HELP chip_impl_metric Implementation results
# TYPE chip_impl_metric gauge
chip_impl_info{name="outcome",value="finished, final reports clean"} 1
chip_impl_metric{name="hpwlAfterDp",unit="um"} 1110
chip_impl_info{name="most_used_routing_layer",value="met2"} 1
chip_impl_metric{name="drt-vias-per-instance",unit=""} 3.90
chip_impl_metric{name="antennaDiodeCount",unit=""} 0
chip_impl_info{name="start_kind",value="flip-flop"} 1
chip_impl_metric{name="grtUsageMet2",unit=""} 0.0553
chip_impl_metric{name="fin_area",unit="sq um"} 957
chip_impl_info{name="worst_path_max_delay_cell",value="sky130_fd_sc_hd__or4_4"} 1
chip_impl_info{name="path_delay_family",value="simple AND/OR/NAND/NOR gates"} 1
chip_impl_metric{name="fin_total_pwr",unit="W"} 0.000388
chip_impl_metric{name="layout-drive-gt1-share",unit=""} 0.150
chip_impl_metric{name="hold_bufs_inserted_after_cts",unit=""} 0
chip_impl_metric{name="yosysSeqAreaShare",unit=""} 0.492
chip_impl_metric{name="finClkSkew",unit="ns"} 0.00125
chip_impl_metric{name="final_max_slew_viol_count",unit=""} 0
chip_impl_metric{name="num_vias",unit=""} 585
chip_impl_metric{name="clk_pin_slew_worst_paths",unit="ns"} 0.06
chip_impl_metric{name="synth_cell_types",unit=""} 24
chip_impl_metric{name="p_per_area",unit="mW/mm^2"} 406
chip_impl_metric{name="h-tree-depth",unit=""} 1
chip_impl_metric{name="groute.usage.overall",unit=""} 0.0377
chip_impl_info{name="grt_setup_unrepaired",value="no"} 1
chip_impl_info{name="critical_path_class",value="reg -> out"} 1
chip_impl_metric{name="post_cts_resize_count",unit=""} 0
chip_impl_metric{name="met1_usage_grt",unit=""} 0.0510
chip_impl_metric{name="finalCriticalPeriod",unit="ns"} 2.59
chip_impl_info{name="max_flop_register",value="cnt"} 1
chip_impl_metric{name="tritoncts.num_buffers",unit=""} 3
chip_impl_metric{name="max-vdd-ir-drop",unit="mV"} 0.229
chip_impl_metric{name="yosysCellCount",unit=""} 76
chip_impl_metric{name="via_count_of_the_first_global_routing_pass",unit=""} 554
chip_impl_metric{name="gp_routability_congestion",unit=""} 0.844
chip_impl_metric{name="firstDrtPassIters",unit=""} 4
chip_impl_metric{name="reg2reg_setup_slack",unit="ns"} 1.30
chip_impl_metric{name="grt_start_max_net_pins",unit=""} 17
chip_impl_metric{name="final_hold_violations",unit=""} 0
chip_impl_metric{name="drv.max_cap_violation_count",unit=""} 0
chip_impl_metric{name="number_of_antenna_violations_at_the_first_check_in_global_routing",unit=""} 0
chip_impl_info{name="layout.cells.most_common",value="sky130_fd_sc_hd__dfrtp_1"} 1
chip_impl_metric{name="warning_count",unit=""} 26
chip_impl_metric{name="gr-usage-met3",unit=""} 0.0178
chip_impl_info{name="hp-class",value="reg -> reg"} 1
chip_impl_metric{name="max_clock_freq",unit="MHz"} 386
chip_impl_metric{name="final_util",unit=""} 0.184
chip_impl_metric{name="die_height",unit="um"} 94
chip_impl_metric{name="worst_slew_pin_slew",unit="ns"} 0.622
chip_impl_metric{name="clock_tree.buffer_depth",unit=""} 2
chip_impl_metric{name="critPathMaxFanout",unit=""} 3
chip_impl_metric{name="period_used_share",unit=""} 0.864
chip_impl_info{name="rr_endpoint",value="cnt[0]"} 1
chip_impl_metric{name="ys_seq_elements",unit=""} 16
chip_impl_metric{name="drc_errors",unit=""} 0
chip_impl_metric{name="largest_register_ffs",unit=""} 16
chip_impl_metric{name="post_synth_inst_count",unit=""} 76
chip_impl_info{name="worstSetupEndpoint",value="bclk"} 1
chip_impl_metric{name="die_footprint",unit="sq mm"} 0.00884
chip_impl_metric{name="ff2ff_path_depth",unit=""} 4
chip_impl_metric{name="totalWireLength",unit="um"} 1530
chip_impl_metric{name="final.setup.tns",unit="ns"} 0
chip_impl_metric{name="synthArstFlopShare",unit=""} 1.00
chip_impl_metric{name="global_route.overflow_total",unit=""} 0
chip_impl_metric{name="num_io_pins",unit=""} 3
chip_impl_metric{name="first_pass_grt_wire_length",unit="um"} 2700
chip_impl_metric{name="drtIter0Drc",unit=""} 38
chip_impl_metric{name="area_growth",unit="%"} 15.7
chip_impl_metric{name="io_buffer_count",unit=""} 2
chip_impl_info{name="postSynth.topFlopCell",value="sky130_fd_sc_hd__dfrtp_1"} 1
chip_impl_metric{name="power.static_leakage",unit="nW"} 0.366
chip_impl_info{name="setup.worst_path.start",value="cnt[14]"} 1
chip_impl_info{name="cts_tree",value="yes"} 1
chip_impl_info{name="root_buffer",value="sky130_fd_sc_hd__clkbuf_8"} 1
chip_impl_info{name="largest_registers",value="cnt x16"} 1
chip_impl_metric{name="residual_antenna_violating_net_count_after_detailed_routing",unit=""} 0
chip_impl_metric{name="placed_area",unit="sq um"} 912
chip_impl_metric{name="avgRoutedWirePerCell",unit="um"} 10.2
chip_impl_metric{name="die_w",unit="um"} 94
chip_impl_info{name="crit_path_end_kind",value="output pin"} 1
chip_impl_metric{name="synth_chip_area",unit="sq um"} 827
chip_impl_metric{name="clk-insertion-delay-late",unit="ns"} 0.24
chip_impl_info{name="crit_chain",value="or4_4 -> nor4_1 -> clkdlybuf4s50_1"} 1
chip_impl_metric{name="synth.avg_cell_area",unit="sq um"} 10.9
chip_impl_metric{name="cts_sinks",unit=""} 16
chip_impl_metric{name="critical_path_required",unit="ns"} 2.40
chip_impl_metric{name="cpPeakStageDelay",unit="ns"} 0.57
chip_impl_metric{name="floorplan_core_density",unit=""} 0.159
chip_impl_info{name="regToRegStartpoint",value="cnt[0]"} 1
chip_impl_metric{name="count_of_flip_flops_with_a_built_in_enable_after_synthesis",unit=""} 0
chip_impl_metric{name="post_cts.repair.setup_buffers",unit=""} 0
chip_impl_metric{name="critPathBufInv",unit=""} 1
chip_impl_metric{name="timing.critical_path.depth",unit=""} 3
chip_impl_metric{name="critical_path_arrival",unit="ns"} 1.99
chip_impl_metric{name="synth.cell_area",unit="sq um"} 827
chip_impl_metric{name="timing.hold.worst_path_depth",unit=""} 1
chip_impl_metric{name="finalSetupViolations",unit=""} 0
chip_impl_metric{name="ys_warn_count",unit=""} 1
chip_impl_metric{name="fp_rows",unit=""} 26
chip_impl_metric{name="design.core.area",unit="sq mm"} 0.00520
chip_impl_info{name="most_common_logic_cells_in_the_final_layout",value="sky130_fd_sc_hd__dfrtp_1 (11), sky130_fd_sc_hd__xnor2_1 (8), sky130_fd_sc_hd__nand3_1 (6)"} 1
chip_impl_metric{name="worst_slew_margin_rel",unit=""} 0.585
-- kinds of logic (layout without fill, tap and decap cells) --
family / count (synthesis) / after routing / share of synthesized area
xor+xnor: 12 / 12 / 0.127
fa+ha+maj: 2 / 2 / 0.0303
simple gates: 35 / 35 / 0.274
buf+inv: 7 / 11 / 0.0499
compound gates: 4 / 4 / 0.0272
flops: 16 / 16 / 0.492
-- metal layers --
layer	share of wire	vias up
li1	-	281
met1	0.50	296
met2	0.44	6
met3	0.050	2
met4	0.011	0
met5	0	-
-- report_power, final --
group / internal (W) / leakage, nW / switching (W)
combinational: 0.00000120 / 0.147 / 0.00000426
sequential: 0.000216 / 0.196 / 0
clock: 0.0000940 / 0.0228 / 0.0000726
total: 0.000311 / 0.366 / 0.0000768
-- Yosys cell counts, types with 2 or more instances --
| cell type | count | area, sq um |
|---|---|---|
| sky130_fd_sc_hd__nand4_1 | 5 | 31.3 |
| sky130_fd_sc_hd__or4_4 | 2 | 22.5 |
| sky130_fd_sc_hd__ha_1 | 2 | 25.0 |
| sky130_fd_sc_hd__dfrtp_1 | 11 | 275 |
| sky130_fd_sc_hd__xnor2_1 | 8 | 70.1 |
| sky130_fd_sc_hd__nand2_1 | 3 | 11.3 |
| sky130_fd_sc_hd__a21oi_1 | 2 | 10.0 |
| sky130_fd_sc_hd__dfstp_2 | 5 | 131 |
| sky130_fd_sc_hd__inv_1 | 5 | 18.8 |
| sky130_fd_sc_hd__nor3_1 | 2 | 10.0 |
| sky130_fd_sc_hd__nand3_1 | 6 | 30.0 |
| sky130_fd_sc_hd__nor4_1 | 5 | 31.3 |
| sky130_fd_sc_hd__or3_1 | 2 | 12.5 |
| sky130_fd_sc_hd__buf_6 | 2 | 22.5 |
| sky130_fd_sc_hd__xor2_1 | 4 | 35.0 |
| sky130_fd_sc_hd__nor2_1 | 4 | 15.0 |
-- through the flow --
stage               std cells  setup slack (ns)  hold slack [ns]
floorplan                  76              1.29            0.443
global placement          146             0.684            0.473
detailed placement        146             0.660            0.468
CTS                       150             0.399            0.479
global route              150             0.378            0.496
finish                    150             0.409            0.481
-- layout make-up --
cell class / count / area, sq um
Fill cell: 577 / 4250
Sequential cell: 16 / 407
Multi-Input combinational cell: 53 / 379
Tap cell: 70 / 87.6
Clock buffer: 4 / 45.0
Timing Repair Buffer: 2 / 20.0
Inverter: 5 / 18.8
-- worst min-delay path by stage --
stage / startpoint / end / slack [ns]
finish: cnt[15] / cnt[15] / 0.48
global route: cnt[15] / cnt[15] / 0.50
CTS: cnt[15] / cnt[15] / 0.48
Power is estimated from default activity; no workload was simulated.
